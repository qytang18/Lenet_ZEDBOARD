==> flow/design.v <==
`timescale 1ns / 1ps
module MAX_2x2(
input clk,
input rst,
input max_en,
input [15 : 0] A,
input [15 : 0] B,
input [15 : 0] C,
input [15 : 0] D,
output reg [15 : 0] max_out
    );
reg [15 : 0] max_1;
reg [15 : 0] max_2;
reg max_en_d;  
always @ (posedge clk)
begin
    max_en_d <= max_en;
end    
always @ (posedge clk)
begin
   if (max_en) 
   begin
      if (((A[15] == 1) && (B[15] == 0)) || ((A[15 == B[15]]) && (A[0 +: 15] < B[0 +: 15])))
           max_1 <= B;
      else max_1 <= A;
   end
end
always @ (posedge clk)
begin
   if (max_en) 
   begin
      if (((C[15] == 1) && (D[15] == 0)) || ((C[15 == D[15]]) && (C[0 +: 15] < D[0 +: 15])))
           max_2 <= D;
      else max_2 <= B;
   end
end
always @ (posedge clk)
begin
    if (rst)
        max_out <= 0;
    else 
    begin
        if (max_en_d) 
        begin
            if (((max_1[15] == 1) && (max_2[15] == 0)) || ((max_1[15 == max_2[15]]) && (max_1[0 +: 15] < max_2[0 +: 15])))
                max_out <= max_2;
            else max_out <= max_1;                
        end
    end
end
endmodule
`timescale 1ns / 1ps
module MAX_TOP_15(
input clk,
input rst,
input [15 * 4 * 16 - 1 : 0] fm_in,
input [15 - 1 : 0] max_en,
input [3 : 0] CS,
output [15 *16 - 1 : 0] pool_result
    );
reg [15 * 2 * 16 - 1 : 0]fm_in_1;
reg [15 * 2 * 16 - 1 : 0]fm_in_2;
integer j;
always @ (posedge clk)
begin
    case (CS) 
    2: begin
        fm_in_1 <= {32'h0,fm_in [0 +: 28 * 16]}; 
        fm_in_2 <= {32'h0,fm_in [28 * 16 +: 28 * 16]};  
    end
    4: begin
        fm_in_1 <= {fm_in[800+:160],fm_in[480+:160],fm_in[160+:160]};
        fm_in_2 <= {fm_in[640+:160],fm_in[320+:160],fm_in[0+:160]};
    end
    default: begin
        fm_in_1 <= 0;
        fm_in_2 <= 0;
    end
    endcase
end
genvar i;
generate for (i = 0;i < 15;i = i + 1) 
    begin: max_2x2_module
        MAX_2x2 u_max_2x2 (
        .clk    (clk),
        .rst    (rst),
        .max_en (max_en[i]),
        .A      (fm_in_1[i*32 +: 16]),
        .B      (fm_in_1[i*32+16 +: 16]),
        .C      (fm_in_2[i*32 +: 16]),
        .D      (fm_in_2[i*32+16 +: 16]),
        .max_out(pool_result[i*16 +: 16])
        );
    end
endgenerate
endmodule
==> flow/run.sh <==
#!/bin/bash
# OpenROAD 26Q1-2900-gdf79404cd8, Yosys 0.63+post, stock flow scripts
make -C /OpenROAD-flow-scripts/flow DESIGN_CONFIG=/design/flow/config.mk WORK_HOME=/design/flow/orfs finish
==> flow/config.mk <==
export PLATFORM = sky130hd
export DESIGN_NAME = MAX_TOP_15
export DESIGN_NICKNAME = MAX_TOP_15
export VERILOG_FILES = /design/flow/design.v
export SDC_FILE = /design/flow/constraint.sdc
export NUM_CORES = 4
export LEC_CHECK = 1
export CORE_AREA = 10 10 734 734
export DIE_AREA = 0 0 744 744
==> flow/constraint.sdc <==
current_design MAX_TOP_15

set clk_period 116.4
set clk_io_pct 0.2

create_clock -name clk0 -period $clk_period [get_ports {clk}]

set non_clock_inputs [all_inputs -no_clocks]
set_input_delay [expr $clk_period * $clk_io_pct] -clock clk0 $non_clock_inputs
set_output_delay [expr $clk_period * $clk_io_pct] -clock clk0 [all_outputs]
==> impl_metrics.ini <==
; physical design summary
[floorplanning]
core.rowCount = 265
ios = 1221
die_y_um = 744
fp_util_pct = 15.2
chipArea_um2 = 554000
dieWidth_um = 744
core-area_um2 = 522000

[clock_network]
cts.repair.resized = 0
post_cts_buffers = 0
numCtsBuffers = 197
hold_buffers = 0
clk_latency_ps = 910
cts_buffer_depth = 4
tritoncts = yes
clk_pin_slew_ps = 60
cts_sinks = 1695
cts_htree_levels = 4
cts-root-buf = clkbuf_16

[final_timing]
worst_pin_slew_ps = 1000
period_needed_ps = 26970
maxSlewHeadroom_pct = 33.1
hold_viol_final = 0
fin_crit_sh_pct = 23.2
fmax_ghz = 0.0371
tns_ps = 0
fin_skew_ps = 66.7
slew_violations = 0
setup_viol_count_final = 0
whs_ps = 472
grt_setup_unrepaired = false

[hold_path]
holdPathStages = 2
hold_path_class = register to register
hold_start = max_2x2_module[14].u_max_2x2.max_out[15]
hold_end = max_2x2_module[14].u_max_2x2.max_out[15]

[routing]
routed_wl_um = 505000
routedWlPerCell_um = 31.9
met3_length_um = 76300
drc = 0
drt-vias-per-instance = 4.25
postRouteAntennaNets = 0
vias = 67254
first_iter_violations = 5841
first_pass_iters = 6
routed.top_layer = met5
met1_length_um = 171000
met2_length_um = 220000

[synthesis]
avgSynthCellArea_um2 = 10.6
ys_chip_area_um2 = 79300
synth_cell_types = 56
ys.flops = 1695
edf_count = 480
syn_inst = 7467
yosys_warnings = 2
synthArstFlopShare_pct = 0
synth_area_um2 = 79300
ff_type = dfxtp_1
ys_seq_share_pct = 48.9
yosys_cells = 7467

[critical_path]
r2r_end = max_2x2_module[8].u_max_2x2.max_2[15]
cp_max_fo = 144
critical_path.cell_chain = clkdlybuf4s50_1 > nor4b_2 > buf_4 > buf_4 > buf_4 > buf_4 > buf_12 > a22o_1
critPathKind = primary input to register
timing.rr.start = fm_in_2[284]
cp_top_family = buffers and inverters
cp_slowest_cell = buf_4
end_kind = register
critPathMaxStageDelay_ps = 700
start_kind = primary input
arrival_ps = 27750
r2r_slack_ps = 113080
required_ps = 117180
r2r_cells = 9
cp_common_cell = buf_4
crit_buf_inv = 6

[power_and_ir_drop]
p_leak_nw = 40.9
ir_drop_mv = 0.0106
powerDensity_nw_per_um2 = 14.3

[place]
io_buffers = 1220
place_area_um2 = 99700
dpl.hpwl_um = 435000
gp_congestion = 0.980

[outcome]
outcome = complete, no violations

[final_layout]
area_growth_pct = 34.5
drive_above_1_share_pct = 8.70
layout_top_cell = clkdlybuf4s50_1
postLayoutCellArea_um2 = 107000
lay_top_cells = clkdlybuf4s50_1 (1218), dfxtp_1 (1215), a22o_1 (905)

[global_routing]
grt_antenna_before_repair = 331
grt_pass1_vias = 65363
track_usage_pct = 18.0
gr-total-overflow = 0
grt_first_pass_wirelength_um = 640000
grt_max_degree = 145

[flow_run]
drv_cap = 0
warnings = 41
[kinds of logic after synthesis]
logic type | share of synthesized area, %
adder cells (fa/ha/maj) | 9.94
AND/OR/NAND/NOR | 8.63
multiplexers | 4.58
AND-OR/OR-AND | 22.5
buffers and inverters | 5.52
flip-flops | 48.9
[Yosys cell counts (147+ instances only)]
library cell	count	area [um^2]
a311oi_1	191	1670
mux2_2	221	2490
a22o_1	905	7930
nor2_1	300	1130
edfxtp_1	480	14400
a21oi_1	222	1110
o21ai_0	294	1470
o211ai_1	147	1100
nand3_1	435	2180
nand4_1	147	920
ha_1	630	7880
a21o_1	168	1260
inv_1	683	2560
clkbuf_1	341	1280
dfxtp_1	1215	24300
[flip-flops by register name (all words and copies together) (netlist names)]
| signal | count |
|---|---|
| max_2x2_module.u_max_2x2.max_2 | 240 |
| max_2x2_module.u_max_2x2.max_1 | 240 |
| fm_in_2 | 480 |
| fm_in_1 | 480 |
| max_2x2_module.u_max_2x2.max_out | 240 |
| max_2x2_module.u_max_2x2.max_en_d | 15 |
[how the worst max path moves through the flow]
| stage | startpoint | end | slack [ps] | depth (start not counted) |
|---|---|---|---|---|
| final | CS[3] | fm_in_2[336] | 89430 | 8 |
| after global routing | CS[3] | fm_in_2[208] | 89330 | 8 |
| after CTS | CS[3] | fm_in_2[336] | 89620 | 8 |
[per-stage QoR]
step	util (%)	power, mW	setup WS, ps	std cells
floorplan	-	0.748	91560	7467
detailed placement	19.1	0.890	88680	15353
CTS	20.4	1.53	89620	15715
global placement	19.1	0.889	88670	15353
global route	20.4	1.57	89330	15761
finish	20.4	1.52	89430	15834
[tightest hold or removal path, stage by stage (launching register included)]
cell      delay, ps
dfxtp_1         310
nand2b_1         60
a21oi_1          50
[where the power goes]
part / internal [mW] / total (mW) / switching, mW
Clock: 0.369 / 0.643 / 0.274
Combinational: 0.0876 / 0.221 / 0.133
Sequential: 0.633 / 0.657 / 0.0237
Total: 1.09 / 1.52 / 0.431
[layout make-up]
class | instances | area [um^2]
Inverter | 683 | 2560
Timing Repair Buffer | 1391 | 13500
Sequential cell | 1695 | 38700
Antenna cell | 119 | 298
Clock buffer | 278 | 5900
Tap cell | 6942 | 8690
Clock inverter | 84 | 746
Fill cell | 56027 | 415000
Multi-Input combinational cell | 4642 | 36200
[metal layers]
metal  vias to the layer above  GRT usage (%)
met5                         -              0
met4                       272           10.3
met3                      1065           12.4
met2                      2936           27.0
met1                     32310           18.5
li1                      30671              -
No activity file was given, so power comes from the tool's default toggle rates.
