$ cat /design/flow/run.sh
#!/bin/bash
# OpenROAD 26Q1-2900-gdf79404cd8, Yosys 0.63+post, stock flow scripts
make -C /OpenROAD-flow-scripts/flow DESIGN_CONFIG=/design/flow/config.mk WORK_HOME=/design/flow/orfs finish
$ cat /design/flow/design.v
`timescale 1ns / 1ps
module MAX_2x2(
input clk,
input rst,
input max_en,
input [15 : 0] A,
input [15 : 0] B,
input [15 : 0] C,
input [15 : 0] D,
output reg [15 : 0] max_out
    );
reg [15 : 0] max_1;
reg [15 : 0] max_2;
reg max_en_d;  
always @ (posedge clk)
begin
    max_en_d <= max_en;
end    
always @ (posedge clk)
begin
   if (max_en) 
   begin
      if (((A[15] == 1) && (B[15] == 0)) || ((A[15 == B[15]]) && (A[0 +: 15] < B[0 +: 15])))
           max_1 <= B;
      else max_1 <= A;
   end
end
always @ (posedge clk)
begin
   if (max_en) 
   begin
      if (((C[15] == 1) && (D[15] == 0)) || ((C[15 == D[15]]) && (C[0 +: 15] < D[0 +: 15])))
           max_2 <= D;
      else max_2 <= B;
   end
end
always @ (posedge clk)
begin
    if (rst)
        max_out <= 0;
    else 
    begin
        if (max_en_d) 
        begin
            if (((max_1[15] == 1) && (max_2[15] == 0)) || ((max_1[15 == max_2[15]]) && (max_1[0 +: 15] < max_2[0 +: 15])))
                max_out <= max_2;
            else max_out <= max_1;                
        end
    end
end
endmodule
`timescale 1ns / 1ps
module MAX_TOP_14(
input clk,
input rst,
input [14 * 4 * 16 - 1 : 0] fm_in,
input [14 - 1 : 0] max_en,
input [3 : 0] CS,
output [14 *16 - 1 : 0] pool_result
    );
reg [14 * 2 * 16 - 1 : 0] fm_in_1;
reg [14 * 2 * 16 - 1 : 0] fm_in_2;
integer j;
always @ (posedge clk)
begin
    case (CS) 
    2: begin
        fm_in_1 <= fm_in [0 +: 28 * 16]; 
        fm_in_2 <= fm_in [28 * 16 +: 28 * 16];  
    end
    4: begin
        fm_in_1[0+:320] <= {fm_in[480+:160],fm_in[160+:160]};
        fm_in_2[0+:320] <= {fm_in[320+:160],fm_in[0+:160]};
    end
    default: begin
        for (j = 0;j < 14;j=j+1) begin
            fm_in_1[j*32 +: 16] <= fm_in[j*16 +: 16];
            fm_in_1[j*32+16 +: 16] <= 0;
        end
        fm_in_2 <= 0;
    end
    endcase
end
genvar i;
generate for (i = 0;i < 14;i = i + 1) 
    begin: max_2x2_module
        MAX_2x2 u_max_2x2 (
        .clk    (clk),
        .rst    (rst),
        .max_en (max_en[i]),
        .A      (fm_in_1[i*32 +: 16]),
        .B      (fm_in_1[i*32+16 +: 16]),
        .C      (fm_in_2[i*32 +: 16]),
        .D      (fm_in_2[i*32+16 +: 16]),
        .max_out(pool_result[i*16 +: 16])
        );
    end
endgenerate
endmodule
$ cat /design/flow/constraint.sdc
current_design MAX_TOP_14

set clk_period 216.9
set clk_io_pct 0.2

create_clock -name clk0 -period $clk_period [get_ports {clk}]

set non_clock_inputs [all_inputs -no_clocks]
set_input_delay [expr $clk_period * $clk_io_pct] -clock clk0 $non_clock_inputs
set_output_delay [expr $clk_period * $clk_io_pct] -clock clk0 [all_outputs]
$ cat /design/flow/config.mk
export PLATFORM = sky130hd
export DESIGN_NAME = MAX_TOP_14
export DESIGN_NICKNAME = MAX_TOP_14
export VERILOG_FILES = /design/flow/design.v
export SDC_FILE = /design/flow/constraint.sdc
export NUM_CORES = 4
export LEC_CHECK = 1
export CORE_UTILIZATION = 30
==> Slide: Implementation Results <==
Run Summary

Cells and area
  – Layout fillers: 24.2k
  – Top Layout Cells: clkdlybuf4s50_1 (1136), dfxtp_1 (878), edfxtp_1 (704)
  – Layout area overhead: 28.8%
  – Share of cells above drive strength 1: 9.34%
  – Most frequent logic cell in the layout: clkdlybuf4s50_1

Placement
  – IO buf count: 1139
  – Post-DP HPWL: 341 mm
  – Pre-CTS setup slack: 168.61 ns
  – Routability Congestion: 1.05

Route
  – Vias post-DR: 65.3k
  – Vias per cell: 5.45
  – First drt pass iteration count: 6
  – Residual DRC: 0
  – WL final: 413 mm
  – Starting DRT DRC Count: 5940
  – Final antenna-violating net count: 0
  – Wire per inst: 34.5 µm

Die
  – Core region area: 0.255 mm²
  – Die width: 509 µm
  – Row count: 185
  – DIE HEIGHT: 509 µm
  – Floorplan Utilization: 30.3%
  – Die area: 0.259 mm²
  – I/O Pins: 1140

Critical path
  – CP startpoint kind: input pin
  – Worst Path Required: 217.67 ns
  – Worst Path Max Fanout: 66
  – WS Path Type: input pin to flop
  – Element type at the critical path end: flop
  – Arr. time, crit path: 48.34 ns

Global routing
  – Largest net degree at the start of global routing: 102
  – GRT overflow: 0
  – GRT Total Usage: 32.6%
  – Vias in the first global route: 63.0k
  – First-pass GRT wire length: 543 mm
  – Antenna violations before repair: 164

Logic synthesis
  – Synth warn: 2
  – Ys async rst share: 0%
  – Chip Area, Yosys: 0.0770 mm²
  – Mean Syn Cell Area: 10.6 µm²
  – Dominant register cell: dfxtp_1
  – Ys flops: 1582
  – Number of enable flip-flop cells: 704
  – Synthesized area: 0.0770 mm²
  – Cells after Synth: 7268
  – Distinct cell type count after synthesis: 51
  – Register area share after synthesis: 50.3%
  – Yosys cell count: 7268

Clock tree
  – TritonCTS clock tree: done
  – Root Buffer: clkbuf_16
  – Clock buffer depth: 3
  – Hold_buf cts: 0
  – CTS sink cnt: 1582
  – Late-Pin Clk Latency: 0.84 ns
  – H-tree lvl count: 4
  – Setup repair bufs after CTS: 0
  – Post_cts resized: 0
  – Clock transition at the registers of the reported paths: 0.06 ns
  – CTS Buf Count: 185

Timing
  – Max Slew Vio Count: 0
  – Worst Max-Slew Pin Slew: 1.18 ns
  – Slew HR: 21.4%
  – Final setup violation count: 0
  – Final Critical Period: 47.57 ns
  – Setup TNS Final: 0 ns
  – Worst setup skew after layout: 0.0362 ns
  – Post-route clock period utilization: 21.9%
  – Final worst slack: 169.33 ns
  – Hold Fails Final Rpt: 0
  – F_max: 21.0 MHz
  – RSZ-0062 raised after global routing: false

Hold path
  – Hold crit path type: flop to flop

Power and ir drop
  – PwrDens: 8.29 mW/mm²
  – VDD IR max: 0.00881 mV
  – P_leak: 39.3 nW

Run status
  – Outcome: finished clean

Run
  – Max-cap violations: 0
  – Tool Warnings: 31
critical path, cell delays in order:
cell and delay (ns):
clkdlybuf4s50_1 0.52, nor4b_2 0.31, buf_4 0.55, buf_4 0.75, buf_4 0.67, buf_4 0.69, buf_4 0.51, buf_4 0.56
a22o_1 0.22
cells in the mapped netlist (all sizes together) (28+ instances only):
master / count / area share [%]
nand2: 444 / 2.2
o21ai: 342 / 2.2
nand2b: 69 / 0.56
a22oi: 264 / 2.6
and2: 200 / 1.6
and3: 29 / 0.24
buf: 37 / 0.24
a311oi: 210 / 2.6
mux2: 280 / 4.1
and4: 34 / 0.39
a31oi: 45 / 0.37
clkbuf: 373 / 1.8
nor2b: 57 / 0.46
nand4: 138 / 1.1
o21a: 28 / 0.27
edfxtp: 704 / 27
a21oi: 216 / 1.4
mux2i: 84 / 1.1
nand3: 405 / 2.6
o211ai: 132 / 1.3
ha: 588 / 9.6
dfxtp: 878 / 23
a22o: 488 / 5.5
inv: 640 / 3.1
nor2: 278 / 1.4
a21o: 155 / 1.5
state kept, by name (all words and copies together), names as in the netlist:
register,cells
fm_in_1,448
fm_in_2,448
max_2x2_module.u_max_2x2.max_1,224
max_2x2_module.u_max_2x2.max_2,224
max_2x2_module.u_max_2x2.max_en_d,14
max_2x2_module.u_max_2x2.max_out,224
cell type report:
class	count	area, µm²	share of cell area [%]
clock buffers	247	5350	5.39
multi-input cells	4635	34400	34.6
repair buffers	1301	12600	12.7
well taps	3366	4210	4.25
diodes	100	250	0.252
clock inverters	102	1280	1.29
flip-flops and latches	1582	38700	39.0
inverters	641	2410	2.43
per-stage QoR:
step / cells / area (µm²) / power, mW / hold slack (ns) / util, %
floorplan: 7268 / 77000 / 0.408 / 0.431 / -
global placement: 11525 / 92300 / 0.486 / 0.462 / 36.3
detailed placement: 11525 / 92300 / 0.486 / 0.461 / 36.3
CTS: 11874 / 99000 / 0.826 / 0.470 / 38.9
global route: 11928 / 99100 / 0.849 / 0.495 / 38.9
finish: 11974 / 99200 / 0.822 / 0.472 / 39.0
routing by layer:
layer	wire length, µm	global-route usage (%)	part of all wire (%)	vias up
met3	47600	13.9	12	876
met1	156000	41.2	38	31567
li1	-	-	-	29397
met5	555	0	0.13	-
met2	180000	46.7	44	3328
met4	28300	20.2	6.8	90
worst paths after layout:
path,startpoint,end,slack [ns],cells past startpoint
hold reg to reg,max_2x2_module[7].u_max_2x2.max_out[15]$_SDFFE_PP0P_,max_2x2_module[7].u_max_2x2.max_out[15]$_SDFFE_PP0P_,0.47,2
setup reg to reg,fm_in_1[284]$_DFF_P_,max_2x2_module[8].u_max_2x2.max_1[14]$_DFFE_PP_,213.66,9
hold / removal,max_2x2_module[7].u_max_2x2.max_out[15]$_SDFFE_PP0P_,max_2x2_module[7].u_max_2x2.max_out[15]$_SDFFE_PP0P_,0.47,2
setup / recovery,CS[2],fm_in_2[287]$_DFF_P_,169.33,9
where the power goes:
part	leakage [nW]	total [mW]	internal (mW)	switching, mW
clock network	3.25	0.339	0.202	0.138
logic	21.2	0.133	0.0549	0.0782
registers	14.9	0.350	0.331	0.0188
total	39.3	0.822	0.588	0.235
cell families (layout without fill, tap and decap cells):
| group | after synthesis | in the layout | synth area share [%] |
|---|---|---|---|
| and+or+nand+nor | 1691 | 1691 | 10.9 |
| DFF | 1582 | 1582 | 50.3 |
| AOI/OAI and AO/OA | 1992 | 1992 | 18.9 |
| other | 0 | 100 | 0 |
| adders and majority gates | 588 | 588 | 9.55 |
| muxes | 364 | 364 | 5.18 |
| buffers and inverters | 1051 | 2291 | 5.18 |
Power and IR drop assume default switching activity.
